[./design.v]
module decode( 
	input clk, reset,
	input [9:0] data_in,
	output reg [7:0] data_out
	);
        reg [5:0] data_in_65;
	reg [3:0] data_in_43;
	reg [4:0] data_out_65;
	reg [2:0] data_out_43;
	assign data_in_65 = data_in[5:0];
	assign data_in_43 = data_in[9:6];
    always @(posedge clk)
		begin
			if(reset) begin
				data_out <= 0;
                                data_out_43 <= 0;
                                data_out_65 <= 0;
			end
		    else begin
				data_out_43 <= decoder4_3(data_in_43);
				data_out_65 <= decoder6_5(data_in_65);
			        data_out[4:0] <= data_out_65;
	                        data_out[7:5] <= data_out_43;
			end
		end
function [4:0] decoder6_5;
	input [5:0] data_in;
	begin
	case (data_in)
		6'b111001 : decoder6_5 = 5'b00000;
		6'b101110 : decoder6_5 = 5'b00001;
		6'b101101 : decoder6_5 = 5'b00010;
		6'b100011 : decoder6_5 = 5'b00011;
		6'b101011 : decoder6_5 = 5'b00100;
		6'b100101 : decoder6_5 = 5'b00101;
		6'b100110 : decoder6_5 = 5'b00110;
		6'b000111 : decoder6_5 = 5'b00111;
		6'b100111 : decoder6_5 = 5'b01000;
		6'b101001 : decoder6_5 = 5'b01001;
		6'b101010 : decoder6_5 = 5'b01010;
		6'b001011 : decoder6_5 = 5'b01011;
		6'b101100 : decoder6_5 = 5'b01100;
		6'b001101 : decoder6_5 = 5'b01101;
		6'b001110 : decoder6_5 = 5'b01110;
		6'b111010 : decoder6_5 = 5'b01111;
		6'b110110 : decoder6_5 = 5'b10000;
		6'b110001 : decoder6_5 = 5'b10001;
		6'b110010 : decoder6_5 = 5'b10010;
		6'b010011 : decoder6_5 = 5'b10011;
		6'b110100 : decoder6_5 = 5'b10100;
		6'b010101 : decoder6_5 = 5'b10101;
		6'b010110 : decoder6_5 = 5'b10110;
		6'b010111 : decoder6_5 = 5'b10111; 
		6'b110011 : decoder6_5 = 5'b11000;
		6'b011001 : decoder6_5 = 5'b11001;
		6'b011010 : decoder6_5 = 5'b11010;
		6'b011011 : decoder6_5 = 5'b11011;
		6'b011100 : decoder6_5 = 5'b11100;
		6'b011101 : decoder6_5 = 5'b11101;
		6'b011110 : decoder6_5 = 5'b11110;
		6'b110101 : decoder6_5 = 5'b11111;
		6'b000110 : decoder6_5 = 5'b00000;
		6'b010001 : decoder6_5 = 5'b00001;
		6'b010010 : decoder6_5 = 5'b00010;
		6'b010100 : decoder6_5 = 5'b00100;
		6'b111000 : decoder6_5 = 5'b00111;
		6'b011000 : decoder6_5 = 5'b01000;
		6'b000101 : decoder6_5 = 5'b01111;
		6'b001001 : decoder6_5 = 5'b10000;
		6'b101000 : decoder6_5 = 5'b10111;
		6'b001100 : decoder6_5 = 5'b11000;
		6'b100100 : decoder6_5 = 5'b11011;
		6'b100010 : decoder6_5 = 5'b11101;
		6'b100001 : decoder6_5 = 5'b11110;
		6'b001010 : decoder6_5 = 5'b11111;
	endcase
	end
endfunction
function [2:0] decoder4_3;
	input [3:0] data_input;
	begin
	case (data_input)
		4'b1101 : decoder4_3 = 3'b000;
		4'b1001 : decoder4_3 = 3'b001;
		4'b1010 : decoder4_3 = 3'b010;
		4'b0011 : decoder4_3 = 3'b011;
		4'b1011 : decoder4_3 = 3'b100;
		4'b0101 : decoder4_3 = 3'b101;
		4'b0110 : decoder4_3 = 3'b110;
		4'b0111 : decoder4_3 = 3'b111;
		4'b1110 : decoder4_3 = 3'b111;
		4'b0010 : decoder4_3 = 3'b000;
		4'b1100 : decoder4_3 = 3'b011;
		4'b0100 : decoder4_3 = 3'b100;
		4'b1000 : decoder4_3 = 3'b111;
		4'b0001 : decoder4_3 = 3'b111;
	endcase
	end
endfunction
endmodule
[./run.sh]
#!/bin/bash
# OpenROAD 26Q1-2900-gdf79404cd8, Yosys 0.63+post, stock flow scripts
make -C /OpenROAD-flow-scripts/flow DESIGN_CONFIG=/design/flow/config.mk WORK_HOME=/design/flow/orfs finish
[./config.mk]
export PLATFORM = sky130hd
export DESIGN_NAME = decode
export DESIGN_NICKNAME = decode
export VERILOG_FILES = /design/flow/design.v
export SDC_FILE = /design/flow/constraint.sdc
export NUM_CORES = 4
export LEC_CHECK = 1
export CORE_AREA = 10 10 96 96
export DIE_AREA = 0 0 106 106
[./constraint.sdc]
current_design decode

set clk_period 2.7
set clk_io_pct 0.2

create_clock -name clk0 -period $clk_period [get_ports {clk}]

set non_clock_inputs [all_inputs -no_clocks]
set_input_delay [expr $clk_period * $clk_io_pct] -clock clk0 $non_clock_inputs
set_output_delay [expr $clk_period * $clk_io_pct] -clock clk0 [all_outputs]
==> ci_impl_report.md <==
### Metrics collected by this job

| Metric | Value |
|---|---|
| Logic pwr share | 0.243 |
| Worst path arrival time | 2.25 ns |
| CTS Sinks | 16 |
| Critical Path RT | 2.82 ns |
| Detailed Route Iter0 Violations | 69 |
| Ant diodes | 0 |
| Final period utilization | 0.7891 |
| Worst hold start | data_out_43[0]$_SDFF_PP0_ |
| Max Root-Sink Buffers | 2 |
| Register area share after synthesis | 0.3030 |
| Reg-to-Reg End | data_out[4]$_SDFF_PP0_ |
| Distinct cells, synth | 44 |
| Port bufs | 19 |
| Switch share | 0.2512 |
| Share of flip-flops with an asynchronous set or reset | 0 |
| Worst Hold End | data_out[5]$_SDFF_PP0_ |
| Area grow syn2layout | 36.57% |
| Final cell count without fillers | 251 |
| I/O pin count | 20 |
| Hold_ws | 0.4372 ns |
| Flop pwr share | 0.419 |
| CTS tree | built |
| Layout cells sized above 1 | 0.1316 |
| Die ar. | 0.01124 mm^2 |
| Vias post-DR | 1,023 |
| RSZ-0062 raised after global routing | false |
| Post_cts resized | 0 |
| Main flop type | dfxtp_1 |
| Final worst slack | 0.5693 ns |
| Largest net degree at the start of global routing | 18 |
| Critical setup path kind | in2reg |
| Ys cells | 132 |
| Peak supply drop | 0.0001482 V |
| R2r setup slk | 2.18 ns |
| # fillers | 806 |
| DRT antenna net count | 0 |
| First-pass GRT wire length | 4.519 mm |
| Avg Cell Area, Syn | 8.010 um^2 |
| Routed WL per cell | 10.45 um |
| Critical R2R Launch | data_out_65[4]$_SDFF_PP0_ |
| Max Freq | 0.4693 GHz |
| Chip width | 106 um |
| Mapped cell area | 0.001057 mm^2 |
| Synth warn | 11 |
| Reg clk slew, reported paths | 0.06 ns |
| Max Slew Vio Count | 0 |
| Total Routing Usage GR | 0.04552 |
| Internal power | 0.4568 mW |
| Core Rows | 31 |
| Vias in the first global route | 946 |
| Chip area in the Yosys report | 0.001057 mm^2 |
| Tool warnings | 25 |
| Max-cap viol count | 0 |
| Setup crit end kind | register |
| Initial antenna violation count | 0 |
| Clock share of power | 0.338 |
| Worst-margin pin slew | 0.3952 ns |
| Drt pass-1 iters | 4 |
| Outcome | finished clean |
| Final Skew | 0.0007258 ns |
| Final core utilization | 0.2001 |
| Clock latency (worst-skew pair) | 0.24 ns |
| Worst-case reg-to-reg path depth | 1 |
| Minimum clock period | 2.131 ns |
| CP Launch Type | input port |
| Starting Density | 0.1465 |
| CTS buffer count | 3 |
| CTS H-tree depth | 1 |
| Final Hold Viols | 0 |
| Setup slack at placement | 0.3375 ns |
| Slew HR | 0.7298 |
| Post-placement cell count | 247 |
| RD Place Congestion | 0.8063 |
| CORE AREA | 0.007214 mm^2 |
| Detailed Place HPWL | 1.986 mm |
| Synth Instances | 132 |
| Finish-stage setup viols | 0 |
| Post-Route WL | 2.623 mm |
| CTS Hold Bufs | 0 |
| Net Sw Power | 0.1532 mW |
| Die Height | 106 um |
| Hold WC Path Type | reg2reg |
| Vias per Instance | 4.076 |
| GR Overflow Total | 0 |
| WHS Path Cells | 1 |
| Drc violations | 0 |
| Setup_tns | 0 ns |
| Synth Register Bits | 16 |
| CP max FO | 12 |
| Post-CTS Setup Bufs | 0 |
| Root Driver | clkbuf_8 |
| Pwr per Cell Area | 422.5 mW/mm^2 |
| Leak | 0.5057 nW |
| Post-synth EDFFs | 0 |
## how the worst max path moves through the flow
stage	startpoint	end	slack, ns	depth (start not counted)
4_1_cts	data_in[4]	data_out_65[4]$_SDFF_PP0_	0.59	5
5_1_grt	data_in[4]	data_out_65[2]$_SDFF_PP0_	0.45	5
6_report	data_in[2]	data_out_65[3]$_SDFF_PP0_	0.57	6
## cells in the mapped netlist (3+ instances only)
library cell,n,area (um^2)
nand2b_1,4,25.02
a31oi_1,3,18.77
nand3_1,3,15.01
nand2_1,5,18.77
dfxtp_1,16,320.3
nor2b_1,10,62.56
a21oi_1,12,60.06
nor2_1,6,22.52
inv_1,4,15.01
nand3b_1,3,22.52
and2_1,3,18.77
o21ai_0,9,45.04
buf_2,7,35.03
clkbuf_1,6,22.52
## per-layer routing
metal	track usage	wire, um	up-vias
met2	0.08039	1379	11
li1	-	-	527
met4	0.005803	30	0
met1	0.06019	1144	483
met5	0	0	-
met3	0.004281	69	2
## registers in the layout, indices dropped and copies added, names as in the netlist
| signal | count |
|---|---|
| data_out | 8 |
| data_out_43 | 3 |
| data_out_65 | 5 |
## per-stage QoR
| stage | cell area, um^2 | total power, mW |
|---|---|---|
| final | 1444 | 0.6100 |
| after global routing | 1444 | 0.6489 |
| after CTS | 1444 | 0.6200 |
| after detailed placement | 1389 | 0.4093 |
| after global placement | 1389 | 0.4099 |
| after floorplan | 1057 | 0.3494 |
## power by group through the flow
stage	registers [mW]	clock network, mW	logic (mW)
6_report	0.256	0.206	0.148
5_1_grt	0.258	0.227	0.164
4_1_cts	0.256	0.215	0.149
## logic make-up (layout without fill, tap and decap cells)
group | count (synthesis) | in the layout | share of synthesized area
AND/OR/NAND/NOR | 43 | 43 | 0.2521
adder cells (fa/ha/maj) | 2 | 2 | 0.02012
flip-flops | 16 | 16 | 0.3030
XOR/XNOR | 4 | 4 | 0.03314
buffers and inverters | 18 | 38 | 0.07218
multiplexers | 1 | 1 | 0.009468
AND-OR/OR-AND | 48 | 48 | 0.3101
## cell type report
cell class | count | area [um^2] | area share
multi-input cells | 98 | 660.6 | 0.4575
clock buffers | 4 | 55.05 | 0.03813
inverters | 5 | 18.77 | 0.01300
flip-flops and latches | 16 | 320.3 | 0.2218
repair buffers | 29 | 265.3 | 0.1837
well taps | 99 | 123.9 | 0.08579
## placed cells by master, fill, tap and decap left out, drive strengths merged, types with 3 or more instances in the layout
cell type and n:
inv 4, o21ai 9, clkbuf 4, nand3b 3
a31oi 3, nor2b 10, and2 3, nand3 3
nor2 6, clkdlybuf4s50 19, dfxtp 16, nand2b 4
buf 10, a21oi 12, nand2 5
## worst max-delay path: stages
cell and delay, ns:
clkdlybuf4s50_1 0.62, buf_4 0.26, nor2_1 0.29, o21ai_0 0.15
a21oi_1 0.29, a311oi_1 0.09
Power figures rest on the tool's default switching activity, not on a simulated workload.
